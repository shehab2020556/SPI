==> design.v <==
module register #(
    parameter bus_width=1
) (
    input  wire [bus_width-1:0] d,
    input  wire                 clk,rst,enable,
    output reg  [bus_width-1:0] q
);
always @(posedge clk or negedge rst) begin
    if (!rst) begin
        q<=0;
    end
    else if(enable==1) begin
        q<=d;
    end
    else begin
        q<=q;
    end
end
endmodule
module MUX #(
    parameter bus_width=1
) (
    input wire [bus_width-1:0] in1,in2,
    input wire sel_line,
    output reg [bus_width-1:0] out
);
always @(*) begin
    case (sel_line)
        1'b0:  out=in1;
        1'b1: out=in2;
        default: out=in1;
    endcase    
end
endmodule
module serializer #(
    parameter  bus_width=8
) (
    input  wire clk,enable,rst,data_valid,
    input  wire [bus_width-1:0] p_data,
    output wire s_data
);
wire [bus_width-1:0] shr_out;
wire [bus_width-2:0] mux_out;
genvar i;
generate
    for (i=1; i<=(bus_width-1); i=i+1) begin
        MUX #(.bus_width(1)) mux_0(.in1(shr_out[i-1]),.in2(p_data[i]),.sel_line(data_valid),.out(mux_out[i-1]));
    end
endgenerate
register #(.bus_width(1)) d0 (.d(p_data[0]),.rst(rst),.clk(clk),.enable(enable||data_valid),.q(shr_out[0]));
generate
    for (i=1; i<=(bus_width-1); i=i+1) begin
        register #(.bus_width(1)) d1 (.d(mux_out[i-1]),.clk(clk),.rst(rst),.enable(enable||data_valid),.q(shr_out[i])); 
    end
endgenerate
register #(.bus_width(1)) d3 (.d(shr_out[bus_width-1]),.clk(clk),.rst(rst),.enable(enable),.q(s_data));
endmodule
module prallelizer #(
    parameter bus_width=8,
    parameter counter_reg=$clog2(bus_width)
) (
    input  wire                          clk,rst,enable,s_data,
    output wire [bus_width-1:0]          p_data 
);
wire [bus_width-1:0] q;
reg [counter_reg-1:0] counter;
genvar i;
 register #(.bus_width(1)) d0 (.d(s_data),.clk(clk),.rst(rst),.enable(enable),.q(q[0])); 
generate
    for (i = 1 ; i<= bus_width-1 ;i= i+1 ) begin
        register #(.bus_width(1)) d1 (.d(q[i-1]),.clk(clk),.rst(rst),.enable(enable),.q(q[i])); 
    end
endgenerate
 assign p_data[bus_width-1:0]=q[bus_width-1:0];
endmodule
module counter #(
    parameter reg_number=3
) (
    input  wire   clk,rst,enable,
    output wire [reg_number-1:0] c_i
);
genvar i;
register #(.bus_width(1)) d1 (.d(!c_i[0]),.clk(clk),.rst(rst),.enable(enable),.q(c_i[0])); 
generate
    for (i = 1 ; i< reg_number ; i=i+1 ) begin
        register #(.bus_width(1)) d2 (.d(!c_i[i]),.clk(!c_i[i-1]),.rst(rst),.enable(enable),.q(c_i[i])); 
    end
endgenerate
endmodule
module clk_divider #(
    parameter reg_number=3
) (
    input  wire   clk,rst,enable,i_cpol,
    output reg    out_clk,
    output wire [reg_number-1:0] c_i
);
genvar i;
register #(.bus_width(1)) d1 (.d(!c_i[0]),.clk(clk),.rst(rst),.enable(enable),.q(c_i[0])); 
generate
    for (i = 1 ; i< reg_number ; i=i+1 ) begin
        register #(.bus_width(1)) d2 (.d(!c_i[i]),.clk(!c_i[i-1]),.rst(rst),.enable(enable),.q(c_i[i])); 
    end
endgenerate
always @(*) begin
    if (i_cpol==1 && enable==1)
    out_clk<=~c_i[reg_number-1];
    else if(i_cpol==0 && enable==1)
    out_clk<=c_i[reg_number-1 ];
    else if(i_cpol==1 && enable==0)
    out_clk<=1;
    else if(i_cpol==0 && enable==0)
    out_clk<=0;
end
endmodule
module SPI_signal_gen #(
    parameter reg_number=3,
    parameter num_of_bits=6
) (
    input  wire   clk,rst,i_cpol,i_tx_valid,
    output wire    out_clk,o_tx_rdy,
    output reg    o_leading_edge,o_trailing_edge
);
wire [reg_number-1:0] c_i;
wire [num_of_bits-1:0] c_i_1;
wire i_tx_valid_delayed;
wire enable_extended,pulse_enable;
reg tx_pre_ready;
assign i_tx_valid_delayed=i_tx_valid;
clk_divider #(.reg_number(reg_number)) clk_divider_1(.clk(clk),.rst((~o_tx_rdy)&rst),
                                                 .enable(enable_extended),.i_cpol(i_cpol),
                                                 .out_clk(out_clk),.c_i(c_i));
always @(posedge clk or negedge rst) begin
    if (!rst)
    o_leading_edge<=0;
    else if (c_i==2)
    o_leading_edge<=1;
    else
    o_leading_edge<=0;
end
always @(posedge clk or negedge rst) begin
    if (!rst)
    o_trailing_edge<=0;
    else if (c_i==6)
    o_trailing_edge<=1;
    else
    o_trailing_edge<=0;
end
counter #(.reg_number(num_of_bits)) counter_1(.clk(clk),.rst((~o_tx_rdy)&rst),
                                                 .enable(enable_extended),.c_i(c_i_1));
always @(posedge clk or negedge rst) begin
    if (!rst)
    tx_pre_ready<=0;
    else if (c_i_1==62)
    tx_pre_ready<=1;
    else
    tx_pre_ready<=0;
end
reg x,y;
always @(*) begin
    x= i_tx_valid_delayed | enable_extended;
    y= ~tx_pre_ready & x;
end
register #(.bus_width(1)) d1 (.d(y),.clk(clk),.rst(rst),.enable(1'b1),.q(enable_extended)); 
register #(.bus_width(1)) d2 (.d(tx_pre_ready),.clk(clk),.rst(rst),.enable(1'b1),.q(o_tx_rdy)); 
endmodule
module SPI_Master #(
    parameter bus_width=8,
    parameter reg_number=3,
    parameter num_of_bits=6
) (
    input   wire                    i_Clk,i_Rst_L,i_TX_DV,i_SPI_MISO,
    input   wire  [bus_width-1:0]   i_TX_Byte,
    output  wire  [bus_width-1:0]   o_RX_Byte,
    output  wire                    o_SPI_MOSI,o_TX_Ready,o_SPI_Clk 
);
wire o_trailing_edge,o_leading_edge;
SPI_signal_gen #(.reg_number(3),.num_of_bits(6)) SPI_signal_gen_0(
    .clk(i_Clk),
    .rst(i_Rst_L),
    .i_cpol(1'b1),
    .i_tx_valid(i_TX_DV),
    .out_clk(o_SPI_Clk),
    .o_tx_rdy(o_TX_Ready),
    .o_leading_edge(o_leading_edge),
    .o_trailing_edge(o_trailing_edge)
    );
serializer #(.bus_width(bus_width)) serializer_0(
    .clk(i_Clk),
    .enable(o_leading_edge),
    .rst(i_Rst_L),
    .data_valid(i_TX_DV),
    .p_data(i_TX_Byte),
    .s_data(o_SPI_MOSI)
    );
prallelizer #(.bus_width(bus_width)) parallelizer_0 (
    .clk(i_Clk),
    .enable(o_trailing_edge),
    .rst(i_Rst_L),
    .p_data(o_RX_Byte),
    .s_data(i_SPI_MISO)
);
endmodule
==> run.sh <==
#!/bin/bash
# OpenROAD 26Q1-2900-gdf79404cd8, Yosys 0.63+post, stock flow scripts
make -C /OpenROAD-flow-scripts/flow DESIGN_CONFIG=/design/flow/config.mk WORK_HOME=/design/flow/orfs finish
==> config.mk <==
export PLATFORM = sky130hd
export DESIGN_NAME = SPI_Master
export DESIGN_NICKNAME = SPI_Master
export VERILOG_FILES = /design/flow/design.v
export SDC_FILE = /design/flow/constraint.sdc
export NUM_CORES = 4
export LEC_CHECK = 1
export CORE_AREA = 10 10 104 104
export DIE_AREA = 0 0 114 114
==> constraint.sdc <==
current_design SPI_Master

set clk_period 1.0
set clk_io_pct 0.2

create_clock -name clk0 -period $clk_period [get_ports {i_Clk}]

set non_clock_inputs [all_inputs -no_clocks]
set_input_delay [expr $clk_period * $clk_io_pct] -clock clk0 $non_clock_inputs
set_output_delay [expr $clk_period * $clk_io_pct] -clock clk0 [all_outputs]
==> commit_impl_results.txt <==
Log flow metrics for this revision

- Most area-hungry cell type in the Yosys netlist: dfrtp_1
* Synthesis warning total: 4
- Of the cells placed in the final design, the portion with a size suffix greater than 1 is 0.3471.
- For reference, the final report shows the max-slew violation count at 0.
* Smallest hold slack: 241.9 ps
* Final-layout setup total negative slack: -32.29 ps
* Sequential power share: 0.496
* Type of destination of the critical path: flip-flop
- The share of total power dissipated in combinational logic is 0.305.
* Port Buffers: 22
- The die covers 0.01300 mm^2.
- Summing over every cut layer, the via total after detailed routing is 713.
- Total power: 3.157 mW
- Nets still carrying antenna violations after routing amount to 0.
- Area grow syn2layout: 31.09%
- Netlist area before placement: 0.001247 mm^2
- Logged for this run, the post-placement worst setup slack is -208.0 ps.
- The post-placement cell area is 0.001622 mm^2.
- Violated checks: setup timing
- Insertion delay at the late pin of the worst-skew pair: 260 ps
- Routed len/inst: 9.908 um
- Entering global routing, the biggest net connects 16 pins.
- Counting every instance in the synthesized netlist gives 92.
- Number of inserted filler cells in the final layout: 962
* Crit-path max FO: 6
- Minimum period implied by the final worst setup slack: 1022 ps
- Floorplan die height: 114 um
* CTS tree: built
- Critical Path AT: 1170 ps
- The floorplan step set the die width to 114 um.
* Number of register pins that no clock reaches: 7
* Global Route Usage Sum: 0.03477
- GP Congestion: 0.7188
- Clock-pin slew of the registers on the worst-case setup and hold paths: 80 ps
* Switching share of power: 0.2514
- Via count of the first global-routing pass: 734
- Excluding fillers, the count of instances in the completed layout stands at 229.
* Core utilization of the finished layout: 0.1884
* Area share, top type: 0.4814
* Worst slew pin tran: 247.7 ps
* CTS Buffer Depth: 2
- The final report gives the standard cell area, fillers excluded, as 0.001635 mm^2.
- In the log, the iteration count for the first detailed-route pass is 2.
- Wire length of the first global-routing pass: 3719 um
* Row count: 34
* Leak pwr: 0.7072 nW
* Final-report setup violation count: 2
- Area fraction in full adders, half adders and majority gates: 0
* Clk root buf: clkbuf_8
- Total I/O pin count: 23
- For this run, the register share of the synthesized area comes to 0.6219.
- The final timing summary puts the cycle share of the worst path at 1.022.
* Avg Inst Size Synth: 13.56 um^2
- Sort of element at the start of the critical path: flip-flop
* RSZ-0062 raised after global routing: true
* Number of antenna violations at the first check in global routing: 0
* Floorplan core area: 0.008678 mm^2
* CTS H-tree lvls: 1
- Most numerous logic cell after layout: dfrtp_1
- The report puts the hold buffer count at CTS at 0.
- Per the detailed-route log, wirelength across all metal layers totals 2269 um.
- Fraction of the core area occupied by cells at floorplan: 0.1437
- The stage logs contain a warning count of 27.
- NetSw: 0.7934 mW
- Using the TritonRoute via totals, the vias-per-cell ratio works out to 3.114.
- Yosys stat area: 0.001247 mm^2
- Detailed placement finished with a half-perimeter wire length of 1812 um.
- The worst setup path is of the flip-flop to flip-flop kind.
- Iter 0 DRT Violations: 25
* Number of CTS-inserted buffers: 3
- Of the total synthesized cell area, the portion taken by XOR and XNOR cells is 0.06319.
- Cells in synth_stat.txt: 92
- Dividing total power by cell area gives a power density of 1930 mW/mm^2.
* Final hold violation count: 0
- Across the routed clock network, the largest skew measured is 1.732 ps.
- According to the hold report, the worst path is of the flip-flop to asynchronous set/reset pin type.
- Cell internal power was estimated by the tool at 2.363 mW.
- Sorting the synthesized cells by area gives the leading types as dfrtp_1 (48%), dfrtn_1 (14%), mux2_2 (8.1%).
- Maximum clock frequency: 978.4 MHz
* Register bit count reported by yosys: 31
* Number of unconstrained endpoints: 7
- Reported max-cap violation count: 0
- The setup check on the worst reg-to-reg path leaves a slack of -20 ps.
- Most instantiated logic cells after routing: dfrtp_1 (24), buf_4 (14), clkdlybuf4s50_1 (11), buf_2 (11)
- For this run the aggregate overflow at the end of global routing stands at 0.
* Count of distinct cell types in the synthesized netlist: 18
- Placed Cells incl. Taps: 224
- For this run, the script counts the antenna cells in the layout as 0.
* Fraction of synthesized area in multiplexers: 0.1494
* Clock network fraction of design power: 0.199
- TritonRoute reported its final design rule violation total as 0.
- Final critical-path setup slack: -22.10 ps
* Top comb family, area: multiplexers
- The run finished, with violations left.
- Worst supply voltage drop on vdd: 0.0003769 V
- Across all checked pins, the minimum headroom to the slew limit is 0.8345.
- Required time at the worst-slack endpoint: 1150 ps
- Area share of and-or/or-and cells after synthesis: 0.02808
- Basic-gate share of the synthesized area counting and, or, nand and nor cells: 0.06419
-- cells by family after synthesis --
| kind of cell | count (synthesis) |
|---|---|
| DFF | 31 |
| muxes | 17 |
| and+or+nand+nor | 16 |
| buffers and inverters | 12 |
| xor gates and xnor gates | 9 |
| AOI/OAI and AO/OA | 7 |
-- Yosys cell counts --
cell type and count:
o21ai_1 2, mux2_2 9, mux2_4 1, nand4_1 1, nor2_2 1, nand2_1 8
buf_4 10, nor2_1 2, nor3b_1 2, buf_2 1, xor2_1 9, o21ai_0 5
dfrtn_1 7, buf_6 1, and3b_1 1, dfrtp_1 24, mux2i_1 7, nor2b_1 1
-- flip-flops by register name (all words and copies together) (netlist names) --
register and cells:
parallelizer_0.genblk1.d1.q 7, serializer_0.genblk2.d1.q 7, SPI_signal_gen_0.counter_1.genblk1.d2.q 5, SPI_signal_gen_0.clk_divider_1.genblk1.d2.q 2
SPI_signal_gen_0.clk_divider_1.d1.q 1, SPI_signal_gen_0.counter_1.d1.q 1, SPI_signal_gen_0.d1.q 1, SPI_signal_gen_0.d2.q 1
SPI_signal_gen_0.o_leading_edge 1, SPI_signal_gen_0.o_trailing_edge 1, SPI_signal_gen_0.tx_pre_ready 1, parallelizer_0.d0.q 1
serializer_0.d0.q 1, serializer_0.d3.q 1
-- worst max-delay path, cell delays in order, from the launching register on --
cell and delay (ps):
dfrtp_1 400, buf_6 150, nor2_4 80, mux2_4 290
-- power by group through the flow --
stage | registers (mW) | logic (mW) | clock network [mW]
CTS | 1.57 | 1.00 | 0.665
global route | 1.62 | 1.09 | 0.712
finish | 1.56 | 0.963 | 0.630
-- path summary, 6_finish.rpt --
path	startpoint	to	depth (start not counted)
worst max-delay path	SPI_signal_gen_0.o_leading_edge	serializer_0.d0.q	3
worst min-delay path	SPI_signal_gen_0.d2.q	SPI_signal_gen_0.counter_1.d1.q	1
worst max register to register	SPI_signal_gen_0.o_leading_edge	serializer_0.d0.q	3
worst min register to register	SPI_signal_gen_0.d2.q	SPI_signal_gen_0.counter_1.d1.q	1
max in group asynchronous	i_Rst_L	SPI_signal_gen_0.clk_divider_1.d1.q	2
min in group clk0	SPI_signal_gen_0.tx_pre_ready	SPI_signal_gen_0.d2.q	0
-- routing by layer --
layer	GRT usage	up-vias	wire (um)
met1	0.04859	341	1113
met3	0.01701	2	198
met4	0.005013	0	24
li1	-	356	-
met5	0	-	0
met2	0.04860	14	933
-- repair_timing --
item                                    4_1_cts  5_1_grt
resized                                      38        1
pin swaps                                     0        0
endpoints found under the setup margin       12        6
buffers inserted                              1        0
-- cell type report --
type	instances	area [um^2]	share of cell area
multi-input cells	49	387.9	0.2372
clock buffers	4	55.05	0.03366
flip-flops and latches	31	775.7	0.4744
repair buffers	37	281.5	0.1721
well taps	108	135.1	0.08263
Power figures rest on the tool's default switching activity, not on a simulated workload.
